--- design/flow/run.sh ---
#!/bin/bash
# OpenROAD 26Q1-2900-gdf79404cd8, Yosys 0.63+post, stock flow scripts
make -C /OpenROAD-flow-scripts/flow DESIGN_CONFIG=/design/flow/config.mk WORK_HOME=/design/flow/orfs finish
--- design/flow/config.mk ---
export PLATFORM = sky130hd
export DESIGN_NAME = vga_bsprite
export DESIGN_NICKNAME = vga_bsprite
export VERILOG_FILES = /design/flow/design.v
export SDC_FILE = /design/flow/constraint.sdc
export NUM_CORES = 4
export LEC_CHECK = 1
export CORE_AREA = 10 10 100 100
export DIE_AREA = 0 0 110 110
--- design/flow/constraint.sdc ---
current_design vga_bsprite

set clk_period 7.3
set clk_io_pct 0.2

create_clock -name clk0 -period $clk_period

set non_clock_inputs [all_inputs -no_clocks]
set_input_delay [expr $clk_period * $clk_io_pct] -clock clk0 $non_clock_inputs
set_output_delay [expr $clk_period * $clk_io_pct] -clock clk0 [all_outputs]
--- design/flow/design.v ---
`timescale 1ns / 1ps
module vga_bsprite(
	input wire vidon,
	input wire [9:0]hc,
	input wire [9:0]vc,
	input wire [7:0]M,
	input wire [3:0]posx,
	input wire [3:0]posy,
	input wire [7:0]face,
	output wire [9:0]rom_addr26,
	output wire [7:0]rom_addr16,
	output reg[2:0]red,
	output reg[2:0]green,
	output reg[1:0]blue,
	output wire [3:0]C1,
	output wire [3:0]R1
    );
	parameter hbp=10'b0010010000;
	parameter vbp=10'b0000011111;
	parameter W=16;
	parameter H=16;
	wire [3:0]xpix,ypix;
	reg spriteon; 
	wire [9:0]fx,fy;
	reg faceon;
	wire [19:0]addrface;
	assign C1=(hc-hbp-240)>>4;
	assign R1=(vc-vbp-200)>>4;
	assign ypix=vc-vbp-200-(R1<<4);
	assign xpix=hc-hbp-240-(C1<<4);
	assign rom_addr16={ypix,xpix};
	assign fx=hc-hbp-307;
	assign fy=vc-vbp-174;
	assign addrface={1'b0,fy,4'b0000}+{2'b0,fy,3'b000}+{4'b0000,fy,1'b0}+{5'b00000,fx};
	assign rom_addr26=addrface[9:0]; 
	always@(*)
		begin
			if (hc-hbp>=240 && hc-hbp<400 && vc-vbp>=200 && vc-vbp<360) 
				spriteon=1;
			else
				spriteon=0;
		end
	always@(*)
	begin
		if(hc-hbp>=307 && hc-hbp<333 && vc-vbp>=174 && vc-vbp<200)
			faceon=1;
		else
			faceon=0;
	end
	always@(*)
	begin
	red=0;
	green=0;
	blue=0;
	if((spriteon==1)&&(vidon==1))
		begin
			red=M[7:5];
			green=M[4:2];
			blue=M[1:0];
			if(R1==posy && C1==posx)
			begin
				red=(red<7)?red+1:red;
			end
		end
	else if( (faceon==1) && (vidon==1) )
	begin
		red=face[7:5];
		green=face[4:2];
		blue=face[1:0];
	end
end
endmodule
==> impl_metrics.toml <==
# generated from flow reports
[floorplanning]
rows = 32
die_w_um = 110
die-height_um = 110
ioPinCount = 79
core-area_um2 = 7810
fp_util_pct = 27.6
die_area_um2 = 12100

[grt]
grt_max_degree = 13
grt_pass1_vias = 2341
antenna_found_initial = 0
grt_pass1_wl_um = 11000
track_usage_pct = 11.0
overflow = 0

[routing]
drt_iter0_drc = 112
dr.max_layer_used = "met3"
n_antenna_cell = 0
num_vias = 2250
post_drt_wl_per_cell_um = 13.9
met2WireLength_um = 3120
route.met3.wl_um = 526
vias_per_cell = 4.64
ant_nets = 0
drcViolationCount = 0
wl_met1_um = 3070
wirelength_um = 6720
dr.pass1.iters = 4

[final_timing]
worst_pin_slew_ns = 0.619
final_max_slew_viol_count = 0
fin_setup_tns_ns = 0
rsz0062_at_grt = "true"
slew_headroom_pct = 58.4
finalCritPeriodShare_pct = 96.7
hold_violations = 0
min_period_ns = 7.06
fmax_mhz = 142
finalSetupViolCount = 0

[logic_synthesis]
area_leaders = "ha_1 16%, xnor2_1 13%, fa_1 9.3%"
top_cell_area_share_pct = 15.7
syn_area_um2 = 2150
yosys_area_um2 = 2150
ys_seq_share_pct = 0
synthCells = 279
yosysWarnings = 1
syn_avg_cell_area_um2 = 7.71
yosysCellCount = 279
largest_area_cell = "ha_1"
synth_cell_types = 57

[place]
placed_cell_area_um2 = 3280
hpwlAfterDp_um = 5920
dp_cells = 483
gp_congestion = 0.901
port_buffers = 79

[critical_path]
crit_type = "in2out"
worstPathArrival_ns = 5.60
crit_path_end_kind = "primary output"
critPathLaunchType = "input port"
worst-path-buf-inv = 8
worstPathRequired_ns = 5.84
crit_path_top_delay_cell = "fa_1"
critPathMaxFanout = 8
cp_top_family = "buffers and inverters"
crit_top_cell = "buf_4"
crit_chain = "clkdlybuf4s50_1 -> buf_4 -> buf_4 -> and4_4 -> and2_4 -> xnor2_2 -> buf_4 -> buf_4 -> and3_4 -> xnor2_2 -> fa_1 -> fa_1 -> inv_1 -> ha_1 -> buf_4 -> a21oi_1 -> xnor2_1 -> clkdlybuf4s50_1"
max_stage_delay_ns = 0.51

[pwr]
p_int_uw = 403
pwr-share-seq_pct = 0
power_frac_comb_pct = 100.0
vdd_drop_max_mv = 0.0974
clkPwrFrac_pct = 0
netSwitchingFraction_pct = 38.6
p_leak_nw = 1.48
power.switching_uw = 254
power_density_nw_per_um2 = 194

[layout]
ff_latch_area_um2 = 0
final_area_um2 = 3390
drive_gt1_share_pct = 19.6
lay_top_count = "clkdlybuf4s50_1"
lay_top_cells = "75 x clkdlybuf4s50_1, 47 x buf_4, 30 x inv_1"
layout.cells.non_filler = 485
ff_count = 0
clock_buffers = 0
synthToLayoutAreaGrowth_pct = 57.6

[hold_path]
hold_class = "in2out"

[outcome]
outcome = "completed"

[clocking]
ctsHoldBuffers = 0

[job]
maxCapViolCount = 0
tool_warnings = 37
cell families (layout without fill, tap and decap cells):
logic type,after synthesis,count (layout),share of synthesized area [%]
buf+inv,52,156,11.2
mux,5,5,2.38
simple gates,78,78,20.6
compound gates,60,60,20.5
fa+ha+maj,37,37,25.0
xor+xnor,47,47,20.4
power groups by stage:
stage / clock, mW / sequential, mW / combinational [mW]
global route: 0 / 0 / 0.749
CTS: 0 / 0 / 0.675
finish: 0 / 0 / 0.657
synth_stat cells (5+ instances only):
library cell,instances
nand2_1,20
inv_1,30
xor2_1,13
ha_1,27
o21ai_0,9
fa_1,10
nor2_1,13
a21oi_1,10
buf_2,8
xnor2_1,32
clkbuf_1,5
a211oi_1,7
nand3_1,5
a22o_1,5
and2_1,5
nor3_1,6
buf_4,5
metrics by stage:
step | hold slack [ns] | setup slack (ns) | total power, mW | utilization (%)
2_1_floorplan | 2.93 | 0.748 | 0.326 | -
3_3_place_gp | 3.82 | -0.220 | 0.677 | 42.0
3_5_place_dp | 3.83 | -0.215 | 0.680 | 42.0
4_1_cts | 3.83 | 0.103 | 0.675 | 42.4
5_1_grt | 3.86 | -0.0263 | 0.749 | 43.4
6_report | 3.82 | 0.244 | 0.657 | 43.4
final cells by class:
class	count	area, um2
repair buffers	126	1140
multi-input cells	227	2010
fillers	794	4420
well taps	102	128
inverters	30	113
path summary, 6_finish.rpt:
kind | from | cells past startpoint | to
worst max-delay path | vc[0] | 18 | rom_addr26[8]
worst min-delay path | hc[3] | 2 | rom_addr16[3]
per-layer routing:
layer,vias up,global-route usage (%)
met2,52,18.7
met4,0,0.0929
met5,-,0
met3,0,3.11
met1,1012,14.4
li1,1186,-
repair_timing:
item	4_1_cts	5_1_grt
pin swaps	0	8
endpoints found under the setup margin	1	2
setup buffers	0	2
gates resized	9	17
Power figures rest on the tool's default switching activity, not on a simulated workload.

==> flow/design.v <==
`timescale 1ns / 1ps
module Anti_jitter(	input wire clk,
							input wire [4:0] button, 
							input wire [7:0] SW,
							output reg [4:0]button_out, 
							output reg [4:0]button_pluse, 
							output reg [7:0] SW_OK
							);
	reg [31:0] counter; 
	reg [4:0] btn_temp; 
	reg [7:0] sw_temp; 
	reg pluse;
	always @(posedge clk) begin
		btn_temp <= button;
		sw_temp <= SW;
		if(btn_temp !=button || sw_temp !=SW) begin
			counter <= 32'h00000000; 
			pluse <= 0;
			end
		else if(counter<100000)
			counter<=counter+1;
			else begin 
			button_out<=button; 
			pluse <= 1; 
			if(!pluse)
				button_pluse <= button; 
			else button_pluse <= 0; 
			SW_OK <= SW;
			end
	end
endmodule
==> flow/run.sh <==
#!/bin/bash
# OpenROAD 26Q1-2900-gdf79404cd8, Yosys 0.63+post, stock flow scripts
make -C /OpenROAD-flow-scripts/flow DESIGN_CONFIG=/design/flow/config.mk WORK_HOME=/design/flow/orfs finish
==> flow/config.mk <==
export PLATFORM = sky130hd
export DESIGN_NAME = Anti_jitter
export DESIGN_NICKNAME = Anti_jitter
export VERILOG_FILES = /design/flow/design.v
export SDC_FILE = /design/flow/constraint.sdc
export NUM_CORES = 4
export LEC_CHECK = 1
export CORE_UTILIZATION = 30
==> flow/constraint.sdc <==
current_design Anti_jitter

set clk_period 7.0
set clk_io_pct 0.2

create_clock -name clk0 -period $clk_period [get_ports {clk}]

set non_clock_inputs [all_inputs -no_clocks]
set_input_delay [expr $clk_period * $clk_io_pct] -clock clk0 $non_clock_inputs
set_output_delay [expr $clk_period * $clk_io_pct] -clock clk0 [all_outputs]
==> run summary <==
Notes on the flow run.

- The clock passes through at most 2 buffers.
- The number of global-route vias before repair is 1329.
- The count of inserted antenna diode cells is 0, for reference.
- For this run, design rule violations remaining after detail routing come to 0.
- The largest single stage delay on the critical path is about 540 ps.
- The synthesis stat section lists a flop and latch total of 64.
- CTS placed an instance of sky130_fd_sc_hd__clkbuf_8 at the clock tree root.
- The number of maximum-capacitance constraint violations is 0, for reference.
- The commonest cells after synthesis are 46 x sky130_fd_sc_hd__dfxtp_1, 27 x sky130_fd_sc_hd__nor2_1, 18 x sky130_fd_sc_hd__edfxtp_1.
- The count of mapped cells out of synthesis is 204, for reference.
- The cell type with the largest total area after synthesis is sky130_fd_sc_hd__dfxtp_1, for reference.
- The fraction of the core area occupied by cells at floorplan is 31.7%, for reference.
- The dominant delay contributor by cell family on the critical path is buffers and inverters, for reference.
- The area growth from synthesis to layout is 26.6%.
- The kind of capture point of the worst setup path is a flip-flop, for reference.
- Checking max transition, the worst relative margin is ~67%.
- The remaining antenna violation count after routing is 0, for reference.
- The arrival time of data at the critical path endpoint is 3370 ps, for reference.
- The commonest register cell after synthesis is sky130_fd_sc_hd__dfxtp_1, for reference.
- The leakage dissipation is 0.958 nW, for reference.
- The design area is 0.00298 mm², for reference.
- The routability-driven placement congestion ratio is around 0.77, for reference.
- According to the floorplan report, the placeable core area is 0.00741 mm².
- The full die area is 0.00819 mm², for reference.
- The DRC violation total after the first TritonRoute iteration is 54, for reference.
- Among all stages on the critical path, the largest delay is contributed by sky130_fd_sc_hd__clkdlybuf4s50_1.
- The final tally of max-slew violations is 0, for reference.
- After synthesis, the design contains 204 cells according to Yosys.
- For this run the detailed placement stage logged an HPWL of 2270 µm.
- The fmax is about 0.30 GHz, for reference.
- CTS built an H-tree with a depth of 3.
- sky130_fd_sc_hd__dfxtp_1 is the most common cell in the netlist.
- The clock arrives with between 6 and 7 ps of skew.
- Of the post-synthesis cell area, the dominant cell type holds between 30% and 40%.
- The report puts the hold buffer count at CTS at 0.
- For this block, the routed nets add up to ~3500 µm of wire.
- The buffering stage count on the worst path with inverters included is 3, for reference.
- Clock-pin slew was measured on the worst setup and hold paths at roughly 70 ps.
- The total I/O pin count is 32, for reference.
- The final number of hold-violating endpoints is 0, for reference.
- Setup repair after global routing left no endpoint under its margin.
- The clock net sink count is 64, for reference.
- Setup total negative slack on the finished layout was measured at 0 ps.
- The number of antenna violations at the first check in global routing was 0.
- The stage-log warning count is 25, for reference.
- The largest net degree at the start of global routing is 35, for reference.
- The die is 90.5 µm tall.
- The number of synthesized flops with an enable pin is 18, for reference.
- The final timing report derives a shortest allowable period of 3350 ps.
- The number of port buffers is 31, for reference.
- The total congestion overflow after global routing is 0, for reference.
- The power density over the cells is 236 mW/mm², for reference.
- Detailed routing inserted a total of approximately 1500 vias.
- The run finished with clean final reports.
- The horizontal die dimension reported for this design is 90.5 µm.
- The number of buffers inserted by post-CTS setup repair is 0, for reference.
- The placed cell area is 0.00278 mm², for reference.
- Of all nets on the critical path, the largest fanout is 34.
- The worst setup path is launched from a primary input.
- The final setup violation count is 0, for reference.
- The average wire length per cell after detail routing is 10.1 µm, for reference.
- Clock tree synthesis inserted a total of 9 buffers.
- Row generation in the floorplan step produced 31 rows.
- After clock tree synthesis, the repair step resized 0 gates.
- The all-layer global routing usage is a little under a tenth, for reference.
- Sequential elements use 62.2% of the synthesized area.
- The clock insertion delay at the later pin of the skew report is 330 ps, for reference.
- The detailed-route vias per instance is ~4.3, for reference.
- The synthesized chip area reported by yosys is between 0.002 and 0.0025 mm², for reference.
- TritonCTS built the clock tree.
- Sorting the synthesized cells by area gives the leading types as sky130_fd_sc_hd__dfxtp_1 39%, sky130_fd_sc_hd__edfxtp_1 23%, sky130_fd_sc_hd__xnor2_1 4.5%.
- The transition time recorded at the tightest slew-check pin is just under 500 ps.
- The first global-routing pass estimated 5970 µm of wire.
- The worst endpoint required time is 7020 ps, for reference.
- Counting the warning lines in the Yosys log gives 1.
- The proportion of register bits with asynchronous set or reset after synthesis is 0%, for reference.
- In the final layout, the share of cells above drive strength 1 is 10.5%.
- The signal on the critical path passes through clkdlybuf4s50_1, xnor2_1, nand4_1, nor4_1, nand4_1, buf_4, nor2b_1, buf_4.
- The distinct cell type count after synthesis is 35, for reference.
- The post-synth design cell area is roughly 0.0024 mm², for reference.
- The path class of the tightest hold or removal check is flip-flop to flip-flop.
- The final critical path takes up 47.9% of the cycle.
- The highest supply drop recorded on VDD is 96.2 µV.
- The setup path with the least slack is of type primary input to flip-flop.
- A synthesized cell averages 11.5 µm².
- The iteration count recorded for the first detailed-route pass is 4.
==> worst paths after layout <==
path | endpoint | startpoint | cells past startpoint | slack, ps
max | SW_OK[6]$_DFFE_PP_ | button[2] | 8 | 3650
min | counter[27]$_SDFFE_PP0N_ | counter[27]$_SDFFE_PP0N_ | 2 | 430
max reg2reg | SW_OK[6]$_DFFE_PP_ | sw_temp[5]$_DFF_P_ | 7 | 4950
min reg2reg | counter[27]$_SDFFE_PP0N_ | counter[27]$_SDFFE_PP0N_ | 2 | 430
==> area by class of cell <==
type | count | area (µm²)
clock buffer | 9 | 124
clock inverter | 7 | 71.3
fill | 681 | 4430
inverter | 17 | 63.8
multi-input combinational | 118 | 806
sequential | 64 | 1460
tap | 99 | 124
timing repair buffer | 33 | 325
==> sequential cells by signal (all words and copies together), names as in the netlist <==
register,count
button_out,5
counter,32
button_pluse,5
SW_OK,8
sw_temp,8
btn_temp,5
pluse,1
==> power breakdown <==
group          switching, mW  internal (mW)
clock                  0.136          0.165
sequential           0.00156          0.384
combinational        0.00648         0.0112
==> logic make-up after synthesis <==
group | synth area share (%)
flops | 62.2
buf+inv | 3.57
compound gates | 7.40
mux | 0.426
simple gates | 18.5
fa+ha+maj | 0.532
xor+xnor | 7.45
==> cell usage in the layout (no fill, tap or decap), types with 4 or more instances in the layout <==
| cell | synthesis | routed |
|---|---|---|
| sky130_fd_sc_hd__nand4_1 | 6 | 6 |
| sky130_fd_sc_hd__or4_1 | 5 | 5 |
| sky130_fd_sc_hd__a21oi_1 | 7 | 7 |
| sky130_fd_sc_hd__clkdlybuf4s50_1 | 0 | 31 |
| sky130_fd_sc_hd__a211oi_1 | 4 | 4 |
| sky130_fd_sc_hd__nand3_1 | 4 | 4 |
| sky130_fd_sc_hd__xnor2_1 | 12 | 12 |
| sky130_fd_sc_hd__inv_1 | 17 | 17 |
| sky130_fd_sc_hd__nor2b_1 | 6 | 6 |
| sky130_fd_sc_hd__xor2_1 | 8 | 8 |
| sky130_fd_sc_hd__o31ai_1 | 5 | 5 |
| sky130_fd_sc_hd__clkbuf_8 | 0 | 9 |
| sky130_fd_sc_hd__nor2_1 | 27 | 27 |
| sky130_fd_sc_hd__nand2_1 | 6 | 6 |
| sky130_fd_sc_hd__edfxtp_1 | 18 | 18 |
| sky130_fd_sc_hd__dfxtp_1 | 46 | 46 |
==> tightest hold or removal path: stages, from the launching register on <==
cell	delay [ps]
sky130_fd_sc_hd__dfxtp_1	310
sky130_fd_sc_hd__inv_1	50
sky130_fd_sc_hd__nor2_1	40
==> stage by stage <==
stage	worst slack, ps	std cells	hold slack (ps)	total power, mW	utilization (%)
after floorplan	3600	204	408	0.401	-
after global placement	3230	331	416	0.412	37.5
after detailed placement	3220	331	420	0.412	37.5
after CTS	3550	347	433	0.715	40.2
after global routing	3440	347	447	0.732	40.2
final	3650	347	434	0.704	40.2
==> per-layer routing <==
layer | vias up | GRT usage [%] | wire, µm | part of all wire (%)
met2 | 40 | 12.9 | 1390 | 40
li1 | 793 | - | - | -
met1 | 640 | 13.8 | 1800 | 51
met5 | - | 0 | 0 | 0
met3 | 4 | 4.27 | 287 | 8.2
met4 | 0 | 1.21 | 40 | 1.1
Power figures rest on the tool's default switching activity, not on a simulated workload.

==> flow/design.v <==
`timescale 1ns / 1ps
module counter_26bit(clk, reset, clk_1ms, count_out);
		parameter COUNTER=26;
		input clk;
		input reset;
		output clk_1ms;
		output wire [COUNTER-1:0] count_out; 
		reg [COUNTER-1:0] count;
		reg second_m;
		wire clk;
	initial
		count<=0;
		always@(posedge clk)begin
			if(!reset || (count[16:0]==99999))begin  
				count[16:0]<=0; 
				count[25:17]<=count[25:17]+1; 
				second_m<=1;  
			end
			else begin
				count[16:0] <= count[16:0]+1;
				second_m<=0;
			end 
		end
		assign clk_1ms=second_m; 
		assign count_out=count;
endmodule
==> flow/run.sh <==
#!/bin/bash
# OpenROAD 26Q1-2900-gdf79404cd8, Yosys 0.63+post, stock flow scripts
make -C /OpenROAD-flow-scripts/flow DESIGN_CONFIG=/design/flow/config.mk WORK_HOME=/design/flow/orfs finish
==> flow/config.mk <==
export PLATFORM = sky130hd
export DESIGN_NAME = counter_26bit
export DESIGN_NICKNAME = counter_26bit
export VERILOG_FILES = /design/flow/design.v
export SDC_FILE = /design/flow/constraint.sdc
export NUM_CORES = 4
export LEC_CHECK = 1
export CORE_AREA = 10 10 89 89
export DIE_AREA = 0 0 99 99
==> flow/constraint.sdc <==
current_design counter_26bit

set clk_period 3.5
set clk_io_pct 0.2

create_clock -name clk0 -period $clk_period [get_ports {clk}]

set non_clock_inputs [all_inputs -no_clocks]
set_input_delay [expr $clk_period * $clk_io_pct] -clock clk0 $non_clock_inputs
set_output_delay [expr $clk_period * $clk_io_pct] -clock clk0 [all_outputs]
==> CHANGELOG.md <==
## Implementation

- Maximum buffer depth of the clock tree: 2
- Tool warnings: 25
- Outcome: complete, no violations
- Warnings, synthesis: 1
- Peak supply drop: 0.156 mV
- Required time at the endpoint of the critical path: 2800 ps
- Number of DRC markers after the initial detailed-route iteration: 63
- Yosys top cell area share: 0.309
- Max Used Layer: met4
- Critical Path Start Type: flop
- Gates resized, CTS repair: 0
- FILL cells: 625
- Buffers inserted during post-CTS setup optimization: 0
- Max incr delay on CP: 530 ps
- Clock buffers created by TritonCTS: 3
- Top cells by area in the synthesized netlist: dfxtp_1, edfxtp_1, xnor2_1, nor2_1, nand4_1
- Flop2flop setup slack: 1720 ps
- Total number of H-tree levels: 1
- Category of the most critical setup path: flop to output pin
- Met2 wire length: 1070 um
- Count of vias placed by the detailed router: 879
- Hold path cells: 1
- Most common cell in the synthesized netlist: xnor2_1
- Worst hold start: count[0]
- Area of the mapped netlist: 0.00116 mm^2
- Number of enable-type register cells in the synthesized netlist: 9
- Clock period minus final worst setup slack: 1970 ps
- Capture endpoint of the worst hold path: count[0]
- Source-to-sink clock delay at the later pin of the worst-skew pair: 270 ps
- Clock transition at the registers of the reported paths: 90 ps
- Category of cells accounting for the largest share of critical-path delay: buffers and inverters
- Chip area from the yosys synthesis statistics: 0.00116 mm^2
- CTS root buffer: clkbuf_8
- Total area of multi-input combinational cells: 504 um^2
- Share of final-layout standard cells stronger than drive strength 1: 0.0493
- Die footprint: 0.00980 mm^2
- Largest fanout of any net on the critical path: 6
- Detailed-router iteration count before antenna repair: 4
- Quantity of I/O buffers inserted on ports: 28
- Reg-to-reg critical path endpoint: count[24]
- FP Rows: 28
- Core box area: 0.00599 mm^2
- Worst rel slew slack: 0.749
- Sequential fraction of the synthesis area: 0.541
- Cell type with the largest total area after synthesis: dfxtp_1
- Setup repair after global routing missed its margin: no
- Die Y-Extent: 99 um
- Hold Buf Count CTS: 0
- Top_reg_cell synth: dfxtp_1
- Top cells by count: xnor2_1, dfxtp_1, nor2_1
- Syn Area/Cell: 10.6 um^2
- Total power density per cell area: 363 mW/mm^2
- Wire length of the first global-routing pass: 4360 um
- Number of library cell types mapped by synthesis: 18
- Power consumption: 0.000574 W
- Via density per instance: 4.05
- Detailed-routed wire length on met3: 334 um
- Post-Syn Instances: 110
- Sequential Area: 631 um^2
- Die X-Extent: 99 um
- Wirelength, routed: 2720 um
- # placed instances: 213
- Layout overhead on the synthesized area: 35.8%
- Number of setup violations in the final report: 0
- Placed wire-length estimate after detailed placement: 2000 um
- Arrival time reported for the critical path endpoint: 1270 ps
- Vias in the first global route: 812
- Starting utilization of the core area: 0.194
- Global routing usage summed across all routing layers: 0.0538
- TritonCTS clock tree: done
- Number of buffer and inverter stages on the critical path: 1
- Final hold violations: 0
- Remaining DRCs: 0
- Number of diodes added for antenna fixing: 0
- Number of ports placed on the die boundary: 29
- Type of the worst min-delay path: flop to flop
- LEAKAGE: 0.493 nW
- Critical Path End Type: output pin
- Series of cell instances along the critical path: clkdlybuf4s50_1
- Synth async-reset ratio: 0
- Initial antenna violation count: 0
- Clk sinks: 27
- Routed metal-1 wire length: 1290 um
- Period Utilization, post-route: 0.562
- Worst reg2reg path startpoint: count[0]
- Highest clock rate: 508 MHz
- FF+latch count, synth: 27
- Max-cap viol count: 0
- Placer congestion estimate: 0.773
- Average routed wire per standard cell: 12.5 um
- Worst clock skew: 1.27 ps
- Reg2Reg Depth: 4
- Setup TNS: 0 ps
- Actual transition at the worst max-transition pin: 373 ps
- Pin count of the biggest net entering global routing: 26
- Slowest cell on crit path: clkdlybuf4s50_1
- Aggregate global routing overflow: 0
- Yosys stat cell total: 110
- Number of antenna-violating nets in the routed design: 0
- Number of cells in the finished layout apart from fillers: 217
- Final count of pins violating max slew: 0
[per-stage QoR]
step | cell area [um^2] | hold WS (ps) | setup WS, ps | utilization
final | 1580 | 503 | 1530 | 0.264
after global routing | 1580 | 509 | 1450 | 0.264
after CTS | 1580 | 503 | 1520 | 0.264
after detailed placement | 1540 | 479 | 1580 | 0.256
after global placement | 1540 | 461 | 1610 | 0.256
after floorplan | 1160 | 430 | 1910 | -
[layout by cell type, fill, tap and decap left out]
master / count
nand3_2: 1
nor4b_1: 2
clkinv_2: 1
nand3_1: 5
clkdlybuf4s50_1: 28
nor3_1: 4
inv_1: 5
clkbuf_8: 3
ha_1: 2
xnor2_1: 19
and2_1: 3
nor4_1: 5
buf_4: 1
and3_1: 1
nand4_1: 8
o31ai_4: 1
xor2_1: 3
nand2_1: 5
dfxtp_1: 18
edfxtp_1: 9
nor2_1: 18
[how the worst max path moves through the flow]
stage / start / cells past startpoint / slack [ps] / to
4_1_cts: count[11] / 1 / 1520 / count_out[11]
5_1_grt: count[11] / 1 / 1450 / count_out[11]
6_report: count[11] / 1 / 1530 / count_out[11]
[kinds of logic (layout without fill, tap and decap cells)]
kind of cell / Yosys count / after routing / synth area share
fa+ha+maj: 2 / 2 / 0.0215
buf+inv: 6 / 38 / 0.0258
xor+xnor: 22 / 22 / 0.165
simple gates: 52 / 52 / 0.228
compound gates: 1 / 1 / 0.0183
flops: 27 / 27 / 0.541
[where the power goes]
part	total [W]	internal [W]	switching (W)
Combinational	0.0000488	0.0000323	0.0000164
Sequential	0.000354	0.000340	0.0000136
Clock	0.000172	0.0000797	0.0000925
[routing by layer]
layer | vias up | global-route usage
li1 | 451 | -
met1 | 394 | 0.0725
met2 | 32 | 0.0746
met3 | 2 | 0.0324
met4 | 0 | 0.00551
met5 | - | 0
[layout make-up]
| class | instances | share of cell area |
|---|---|---|
| Sequential cell | 27 | 0.399 |
| Multi-Input combinational cell | 77 | 0.319 |
| Timing Repair Buffer | 29 | 0.182 |
| Tap cell | 75 | 0.0593 |
| Clock buffer | 3 | 0.0261 |
| Inverter | 5 | 0.0119 |
| Clock inverter | 1 | 0.00316 |
[registers in the layout, summed over array words and instances (netlist names)]
name      count
count        26
second_m      1
Power is estimated from default activity; no workload was simulated.
